==> flow/run.sh <==
#!/bin/bash
# OpenROAD 26Q1-2900-gdf79404cd8, Yosys 0.63+post, stock flow scripts
make -C /OpenROAD-flow-scripts/flow DESIGN_CONFIG=/design/flow/config.mk WORK_HOME=/design/flow/orfs finish
==> flow/constraint.sdc <==
current_design counter_4

set clk_period 4.4
set clk_io_pct 0.2

create_clock -name clk0 -period $clk_period [get_ports {clk}]

set non_clock_inputs [all_inputs -no_clocks]
set_input_delay [expr $clk_period * $clk_io_pct] -clock clk0 $non_clock_inputs
set_output_delay [expr $clk_period * $clk_io_pct] -clock clk0 [all_outputs]
==> flow/design.v <==
module counter_4 (
    input clk,
    input rst,
    output reg [27:0] value
  );
  localparam SIZE = 5'h1c;
  localparam DIV = 1'h0;
  localparam TOP = 1'h0;
  localparam UP = 1'h1;
  reg [27:0] M_ctr_d, M_ctr_q = 1'h0;
  localparam MAX_VALUE = 1'h0;
  always @* begin
    M_ctr_d = M_ctr_q;
    value = M_ctr_q;
    if (1'h1) begin
      M_ctr_d = M_ctr_q + 1'h1;
      if (1'h0 && M_ctr_q == 1'h0) begin
        M_ctr_d = 1'h0;
      end
    end else begin
      M_ctr_d = M_ctr_q - 1'h1;
      if (1'h0 && M_ctr_q == 1'h0) begin
        M_ctr_d = 1'h0;
      end
    end
  end
  always @(posedge clk) begin
    if (rst == 1'b1) begin
      M_ctr_q <= 1'h0;
    end else begin
      M_ctr_q <= M_ctr_d;
    end
  end
endmodule
==> flow/config.mk <==
export PLATFORM = sky130hd
export DESIGN_NAME = counter_4
export DESIGN_NICKNAME = counter_4
export VERILOG_FILES = /design/flow/design.v
export SDC_FILE = /design/flow/constraint.sdc
export NUM_CORES = 4
export LEC_CHECK = 1
export CORE_AREA = 10 10 111 111
export DIE_AREA = 0 0 121 121
==> impl_results.html <==
<h3>Run summary</h3>
<table>
<tr><th>Metric</th><th>Value</th></tr>
<tr><th colspan="2">Yosys</th></tr>
<tr><td>Async set-reset flop share out of synthesis</td><td>0</td></tr>
<tr><td>Number of standard cells after synthesis</td><td>145</td></tr>
<tr><td>Synth Area per Inst</td><td>8.76 um2</td></tr>
<tr><td>Synthesized flop and latch total</td><td>28</td></tr>
<tr><td>Cells taking the most area after synthesis</td><td>sky130_fd_sc_hd__dfxtp_1, sky130_fd_sc_hd__or4_1, sky130_fd_sc_hd__o31ai_1</td></tr>
<tr><td>Area figure in the yosys stat output</td><td>0.00127 mm2</td></tr>
<tr><td>Number of enable flip-flop cells</td><td>0</td></tr>
<tr><td>Main logic family after synthesis</td><td>simple AND/OR/NAND/NOR gates</td></tr>
<tr><td>Commonest flop</td><td>sky130_fd_sc_hd__dfxtp_1</td></tr>
<tr><td>Synth Area in Adders</td><td>0.00985</td></tr>
<tr><td>Yosys cell types</td><td>29</td></tr>
<tr><td>Largest area contributor in the netlist</td><td>sky130_fd_sc_hd__dfxtp_1</td></tr>
<tr><td>Most frequently used cell type in the post-synthesis netlist</td><td>sky130_fd_sc_hd__dfxtp_1</td></tr>
<tr><td>Area share of the leading cell type in the synthesized netlist</td><td>0.441</td></tr>
<tr><td>Mux cell area share after synthesis</td><td>0</td></tr>
<tr><td>Simple Share, Synth</td><td>0.291</td></tr>
<tr><td>Cell area after technology mapping</td><td>0.00127 mm2</td></tr>
<tr><td>XOR-XNOR Cells, Area Fraction</td><td>0.0759</td></tr>
<tr><td>Compound-cell area share of the yosys netlist</td><td>0.140</td></tr>
<tr><td>Portion of the post-synthesis area used by sequential elements</td><td>0.441</td></tr>
<tr><td>Commonest cells in the synthesized netlist</td><td>sky130_fd_sc_hd__dfxtp_1, sky130_fd_sc_hd__a21oi_1, sky130_fd_sc_hd__nor2_1, sky130_fd_sc_hd__or4_1, sky130_fd_sc_hd__o31ai_1</td></tr>
<tr><td>Cells in synth_stat.txt</td><td>145</td></tr>
<tr><td>Total of warnings raised by yosys</td><td>1</td></tr>
<tr><th colspan="2">Clocking</th></tr>
<tr><td>CTS max path bufs</td><td>2</td></tr>
<tr><td>Number of levels the H-tree was split into</td><td>1</td></tr>
<tr><td>Number of buffers inserted by post-CTS setup repair</td><td>0</td></tr>
<tr><td>Cell at the root of the clock tree</td><td>sky130_fd_sc_hd__clkbuf_8</td></tr>
<tr><td>CTS sink count</td><td>28</td></tr>
<tr><td>CTS tree</td><td>done</td></tr>
<tr><td>Clock latency on the worst-skew pair</td><td>0.27 ns</td></tr>
<tr><td># hold bufs at CTS</td><td>0</td></tr>
<tr><td>Inserted Clock Buffers</td><td>3</td></tr>
<tr><td>Quantity of gates resized following cts</td><td>0</td></tr>
<tr><td>Clock input transition at the sequential cells of the worst setup and hold paths</td><td>0.09 ns</td></tr>
<tr><th colspan="2">GRT</th></tr>
<tr><td>Initial antenna violation count</td><td>0</td></tr>
<tr><td>Vias in the first global route</td><td>995</td></tr>
<tr><td>Maximum number of pins on one net before global-route repair</td><td>29</td></tr>
<tr><td>Global-route wire length before repair</td><td>5.40 mm</td></tr>
<tr><td>Total Routing Usage GR</td><td>0.0461</td></tr>
<tr><td>Congestion Overflow GR</td><td>0</td></tr>
<tr><th colspan="2">Placement</th></tr>
<tr><td>Number of I/O port buffers</td><td>29</td></tr>
<tr><td>Half-perimeter wire length after detailed placement</td><td>2.52 mm</td></tr>
<tr><td>Pre-CTS worst setup slack</td><td>2.23 ns</td></tr>
<tr><td>Final GP Congestion</td><td>0.712</td></tr>
<tr><th colspan="2">Run</th></tr>
<tr><td>Tally of OpenROAD warnings</td><td>25</td></tr>
<tr><td>MaxCap Viol Count</td><td>0</td></tr>
<tr><th colspan="2">Timing</th></tr>
<tr><td>Rel. slew slack</td><td>0.493</td></tr>
<tr><td>Endpoints failing setup</td><td>0</td></tr>
<tr><td>Post-layout minimum cycle time</td><td>2.21 ns</td></tr>
<tr><td>Transition time of the tightest slew-check pin</td><td>0.759 ns</td></tr>
<tr><td>Final worst slack</td><td>2.19 ns</td></tr>
<tr><td>Count of final hold-check violations</td><td>0</td></tr>
<tr><td>Final setup skew</td><td>0.00461 ns</td></tr>
<tr><td>Setup repair after global routing missed its margin</td><td>false</td></tr>
<tr><td>Final TNS setup</td><td>0 ns</td></tr>
<tr><td>Fmax</td><td>452 MHz</td></tr>
<tr><td>Final slew viol count</td><td>0</td></tr>
<tr><td>Final cycle utilization of the critical path</td><td>0.503</td></tr>
<tr><th colspan="2">Worst setup path</th></tr>
<tr><td>Type of destination of the critical path</td><td>flip-flop</td></tr>
<tr><td>Kind of cell with the highest combined delay on the critical path</td><td>simple AND/OR/NAND/NOR gates</td></tr>
<tr><td>Worst path cell trace</td><td>nand4_2 &gt; or4_1 &gt; or4_1 &gt; a21oi_1</td></tr>
<tr><td>Startpoint type of the worst setup path</td><td>flip-flop</td></tr>
<tr><td>Slack of the worst reg-to-reg path</td><td>2.19 ns</td></tr>
<tr><td>Endpoint of the most critical register-to-register path</td><td>M_ctr_q[21]</td></tr>
<tr><td>CP Capture Point</td><td>M_ctr_q[21]</td></tr>
<tr><td>Crit-path slowest cell</td><td>sky130_fd_sc_hd__or4_1</td></tr>
<tr><td>Start point of the critical path</td><td>M_ctr_q[5]</td></tr>
<tr><td>Delay of the slowest cell on the worst path</td><td>0.78 ns</td></tr>
<tr><td>Arrival time at the worst endpoint</td><td>2.42 ns</td></tr>
<tr><td>Count of cell instances traversed by the critical path</td><td>4</td></tr>
<tr><td>Most used cell along the critical path</td><td>sky130_fd_sc_hd__or4_1</td></tr>
<tr><td>R2r startpoint</td><td>M_ctr_q[5]</td></tr>
<tr><td>Max Fanout on Critical Path</td><td>17</td></tr>
<tr><td>Required time at the worst-slack endpoint</td><td>4.61 ns</td></tr>
<tr><td>WS Path Type</td><td>flip-flop to flip-flop</td></tr>
<tr><td>Cell depth of the worst flop-to-flop path</td><td>4</td></tr>
<tr><td>Critical path buffer and inverter count</td><td>0</td></tr>
<tr><th colspan="2">Die</th></tr>
<tr><td>Total core area</td><td>0.00986 mm2</td></tr>
<tr><td>IO Pins</td><td>30</td></tr>
<tr><td>Die area</td><td>0.0146 mm2</td></tr>
<tr><td>Die Y-Extent</td><td>121 um</td></tr>
<tr><td>Pre-placement core utilization</td><td>0.129</td></tr>
<tr><td>Placement row count</td><td>36</td></tr>
<tr><td>Die x size</td><td>121 um</td></tr>
<tr><th colspan="2">Power</th></tr>
<tr><td>Total power consumption of the routed design</td><td>0.409 mW</td></tr>
<tr><td>Power per standard cell area</td><td>236 mW/mm2</td></tr>
<tr><td>Leak Pwr</td><td>0.476 nW</td></tr>
<tr><td>Peak ir drop on the vdd network</td><td>125 uV</td></tr>
<tr><th colspan="2">Drt</th></tr>
<tr><td>Post-detailed-route DRC marker count</td><td>0</td></tr>
<tr><td>First drt pass iteration count</td><td>4</td></tr>
<tr><td>Wire length per cell after detailed routing</td><td>11.2 um</td></tr>
<tr><td>Vias post-DR</td><td>1116</td></tr>
<tr><td>Count of nets left with antenna violations after detail routing</td><td>0</td></tr>
<tr><td>Count of inserted antenna diode cells</td><td>0</td></tr>
<tr><td>Wire length after detailed routing</td><td>3.39 mm</td></tr>
<tr><td>Initial DRC count</td><td>67</td></tr>
<tr><td>Vias per std cell</td><td>3.70</td></tr>
<tr><th colspan="2">Hold path</th></tr>
<tr><td>Worst Hold Path Cells</td><td>1</td></tr>
<tr><td>Worst hold path type</td><td>flip-flop to flip-flop</td></tr>
<tr><th colspan="2">Finish</th></tr>
<tr><td>Number of flip-flops in the largest register</td><td>28</td></tr>
<tr><td>End-of-flow core utilization</td><td>0.176</td></tr>
<tr><td>Leading registers by flop count</td><td>M_ctr_q: 28 flops</td></tr>
<tr><td>Share of final-layout standard cells stronger than drive strength 1</td><td>0.0473</td></tr>
<tr><td>Layout overhead on the synthesized area</td><td>36.5%</td></tr>
<tr><td>Top reg by flops</td><td>M_ctr_q</td></tr>
<tr><th colspan="2">Run status</th></tr>
<tr><td>Outcome</td><td>finished clean</td></tr>
</table>
[cell usage in the layout (no fill, tap or decap), types with 2 or more instances in the layout]
master	instances
sky130_fd_sc_hd__a21oi_1	15
sky130_fd_sc_hd__and4_1	2
sky130_fd_sc_hd__clkbuf_8	3
sky130_fd_sc_hd__clkdlybuf4s50_1	29
sky130_fd_sc_hd__dfxtp_1	28
sky130_fd_sc_hd__inv_1	3
sky130_fd_sc_hd__nand2_1	9
sky130_fd_sc_hd__nand3_1	6
sky130_fd_sc_hd__nand4_1	6
sky130_fd_sc_hd__nor2_1	12
sky130_fd_sc_hd__nor3_1	3
sky130_fd_sc_hd__o21ai_0	4
sky130_fd_sc_hd__o31ai_1	11
sky130_fd_sc_hd__or3_1	4
sky130_fd_sc_hd__or4_1	12
sky130_fd_sc_hd__xnor2_1	7
sky130_fd_sc_hd__xor2_1	4
[per-layer routing]
metal  global-route usage  up-vias  wire [um]
met1               0.0607      506       1600
met3               0.0241        2        322
met2               0.0684       23       1450
met4              0.00377        0         27
li1                     -      585          -
met5                    0        -          0
[worst reg2reg max path, cell delays in order, from the launching register on]
cell,delay [ns]
sky130_fd_sc_hd__dfxtp_1,0.44
sky130_fd_sc_hd__nand4_2,0.19
sky130_fd_sc_hd__or4_1,0.78
sky130_fd_sc_hd__or4_1,0.59
sky130_fd_sc_hd__a21oi_1,0.15
[stage by stage]
stage                     cell area, um2  hold slack [ns]  std cells
after detailed placement            1690            0.459        299
final                               1730            0.485        302
after CTS                           1730            0.486        302
after floorplan                     1270            0.430        145
after global routing                1730            0.496        302
after global placement              1690            0.464        299
[power by group]
| group | total, mW | internal, mW | switching (mW) |
|---|---|---|---|
| combinational | 0.0142 | 0.00720 | 0.00703 |
| sequential | 0.259 | 0.256 | 0.00312 |
| clock | 0.137 | 0.0614 | 0.0751 |
| total | 0.409 | 0.324 | 0.0853 |
[layout make-up]
cell class / instances / area (um2)
fill: 1085 / 8130
multi-input combinational: 105 / 656
sequential: 28 / 561
timing repair buffer: 30 / 298
tap: 133 / 166
clock buffer: 3 / 41.3
inverter: 3 / 11.3
[logic make-up after synthesis]
group           count (synthesis)
flops                          28
compound gates                 30
buf+inv                        12
xor+xnor                       11
simple gates                   63
fa+ha+maj                       1
[how the worst min path moves through the flow]
stage | to | slack, ns | startpoint
final | M_ctr_q[0] | 0.49 | M_ctr_q[0]
after global routing | M_ctr_q[0] | 0.50 | M_ctr_q[0]
after CTS | M_ctr_q[0] | 0.49 | M_ctr_q[0]
Power and IR drop assume default switching activity.
